==> ./design.v <==
`timescale 1ns/100ps
`timescale 1ns/100ps
`timescale 1ns/100ps
`timescale 1ns/100ps
`timescale 1ns/100ps
`timescale 1ns/100ps
module filter (
	input wire clk,
	input wire rst_n,
	input wire fc_valid,
	input wire [7:0] working_pixel,
	input signed [7:0] fc,
	input wire start,
	output reg [7:0] out_pixel,
	output reg out_valid,
	output reg [15:0] addr,
	output wire wen,
	output reg en,
	output wire [7:0] d
);
	wire signed [8:0] calc_pixel = {1'b0, working_pixel};
	parameter IDLE   = 3'b000;
	parameter READfc = 3'b001;
	parameter CALC   = 3'b010;
	parameter WAIT   = 3'b011;
	parameter OUTPUT = 3'b100;
	parameter PIXELCOUNT = 16'd65535;
	integer i, j;
	reg START, FC_valid, next_out_valid;
	reg [2:0] state, next_state;
	reg [2:0] fc_i, fc_j, next_fc_i, next_fc_j;
	reg [4:0] calc_count, next_calc_count;
	reg [7:0] pixel_i, pixel_j, next_pixel_i, next_pixel_j, next_outPixel;
	reg [15:0] pixel_count, next_pixel_count;
	reg [15:0] next_addr;
	reg signed [7:0] temp_fc, next_temp_fc;
	reg signed [7:0] FC[0:4][0:4];
	reg signed [7:0] next_FC[0:4][0:4];
	reg signed [15:0] temp_pixel, next_temp_pixel;
	reg signed [10:0] padded_i, padded_j, next_padded_i, next_padded_j;
	reg signed [10:0] ibound, jbound, next_ibound, next_jbound;
	assign wen = 1'b1;
	assign d = 8'd0;
	always @(posedge clk) begin
		en = 1;
		if( !rst_n ) begin
			START = 1'b0;
			FC_valid = 1'b0;
			state = IDLE;
			for(i=0; i<5; i=i+1) begin
				for(j=0; j<5; j=j+1) begin
					FC[i][j] = 8'd0;
				end
			end
			fc_i = 3'd0;
			fc_j = 3'd0;
			pixel_i = 8'd0;
			pixel_j = 8'd0;
			padded_i = -2;
			padded_j = -2;
			ibound = 11'd0;
			jbound = 11'd0;
			calc_count = 5'd0;
			out_pixel = 8'd0;
			out_valid = 1'b0;
			pixel_count = 16'd0;
			addr = 16'd0;
			temp_pixel = $signed(0);
			temp_fc = 4'd0;
		end else begin
			START = start;
			FC_valid = fc_valid;
			state = next_state;
			for(i=0; i<5; i=i+1) begin
				for(j=0; j<5; j=j+1) begin
					FC[i][j] = next_FC[i][j];
				end
			end
			fc_i = next_fc_i;
			fc_j = next_fc_j;
			pixel_i = next_pixel_i;
			pixel_j = next_pixel_j;
			padded_i = next_padded_i;
			padded_j = next_padded_j;
			ibound = next_ibound;
			jbound = next_jbound;
			calc_count = next_calc_count;
			out_pixel = next_outPixel;
			out_valid = next_out_valid;
			pixel_count = next_pixel_count;
			addr = next_addr;
			temp_pixel = next_temp_pixel;
			temp_fc = next_temp_fc;
		end
	end
	always @(*) begin
		next_fc_i = 8'd0;
		next_fc_j = 8'd0;
		next_pixel_i = 8'd0;
		next_pixel_j = 8'd0;
		next_padded_i = -2;
		next_padded_j = -2;
		next_ibound = -2;
		next_jbound = -2;
		next_calc_count = 5'd0;
		next_outPixel = 10'd0;
		next_pixel_count = 16'd0;
		next_addr = 16'd0;	
		next_temp_pixel = $signed(0);
		next_temp_fc = 4'd0;
		next_state = IDLE;
		next_out_valid = 1'b0;
		for(i=0; i<5; i=i+1) begin
			for(j=0; j<5; j=j+1) begin
				next_FC[i][j] = FC[i][j];
			end
		end
		case (state)
			IDLE: begin
				next_fc_i = 8'd0;
				next_fc_j = 8'd0;
				next_pixel_i = 8'd0;
				next_pixel_j = 8'd0;
				next_padded_i = -2;
				next_padded_j = -2;
				next_ibound = -2;
				next_jbound = -2;
				next_calc_count = 5'd0;
				next_outPixel = 10'd0;
				next_pixel_count = 16'd0;
				next_addr = 16'd0;	
				next_temp_pixel = $signed(0);
				next_temp_fc = 4'd0;
				next_out_valid = 1'b0;
				for(i=0; i<5; i=i+1) begin
					for(j=0; j<5; j=j+1) begin
						next_FC[i][j] = FC[i][j];
					end
				end
				if(START) begin
					next_state = READfc;
				end else begin
					next_state = IDLE;
				end
			end
			READfc: begin
				next_pixel_i = 8'd0;
				next_pixel_j = 8'd0;
				next_padded_i = -2;
				next_padded_j = -2;
				next_ibound = -2;
				next_jbound = -2;
				next_calc_count = 5'd0;
				next_outPixel = 10'd0;
				next_pixel_count = 16'd0;
				next_addr = 16'd0;	
				next_temp_pixel = $signed(0);
				next_out_valid = 1'b0;
				for(i=0; i<5; i=i+1) begin
					for(j=0; j<5; j=j+1) begin
						if(i==fc_i && j==fc_j)begin
							next_FC[i][j] = temp_fc;
						end else begin
							next_FC[i][j] = FC[i][j];
						end
					end
				end
				if(FC_valid && START) begin
					if( fc_i >= 3'd4 && fc_j >= 3'd4 ) begin
						next_fc_i = 3'd0;
						next_fc_j = 3'd0;
					end else if( fc_j >= 3'd4 ) begin
						next_fc_i = fc_i + 3'd1;
						next_fc_j = 3'd0;
					end else begin
						next_fc_i = fc_i;
						next_fc_j = fc_j + 3'd1;
					end
					next_state = READfc;
					next_temp_fc = fc;
				end else begin
					next_fc_i = 3'd0;
					next_fc_j = 3'd0;
					next_temp_fc = 4'd0;
					next_state = CALC;
				end
			end
			CALC: begin
				next_addr = addr;	
				next_temp_fc = 4'd0;
				next_out_valid = 1'b0;
				for(i=0; i<5; i=i+1) begin
					for(j=0; j<5; j=j+1) begin
						next_FC[i][j] = FC[i][j];
					end
				end
				next_fc_i = fc_i;
				next_fc_j = fc_j;
				next_pixel_i = pixel_i;
				next_pixel_j = pixel_j;
				next_padded_i = padded_i;
				next_padded_j = padded_j;
				next_ibound = ibound;
				next_jbound = jbound;
				next_outPixel = 8'd0;
				next_pixel_count = pixel_count;
				next_calc_count = calc_count + 5'd1;
				next_state = CALC;
				next_temp_pixel = $signed(0);
				if(padded_i<$signed(0) || padded_j<$signed(0) || padded_i>$signed(255) || padded_j>$signed(255)) begin
					next_addr = 15'd0;
				end else begin
					next_addr = (padded_i << 8 ) + padded_j;
				end
				if( padded_i >= $signed(pixel_i + 10'd2) && padded_j >= $signed(pixel_j + 10'd2) ) begin
					next_padded_i = padded_i;
					next_padded_j = padded_j;
				end else if( padded_j >= $signed(pixel_j + 10'd2) ) begin
					next_padded_i = padded_i + 8'd1;
					next_padded_j = pixel_j - $signed(10'd2);
				end else begin
					next_padded_i = padded_i;
					next_padded_j = padded_j + $signed(10'd1);
				end
				if(calc_count < 5'd2) begin
					next_temp_pixel = $signed(0);
					next_ibound = ibound;
					next_jbound = jbound;
				end else begin
					if( ibound < $signed(0) || jbound < $signed(0) || ibound > $signed(255) || jbound > $signed(255)) begin
						next_temp_pixel = temp_pixel;
					end else begin
						next_temp_pixel = temp_pixel + calc_pixel * FC[fc_i][fc_j];
					end
					if( ibound >= $signed(pixel_i + 2) && jbound >= $signed(pixel_j + 2) ) begin
						next_ibound = ibound;
						next_jbound = jbound;
					end else if( jbound >= $signed(pixel_j + 2) ) begin
						next_ibound = ibound + $signed(10'd1);
						next_jbound = pixel_j - $signed(10'd2);
					end else begin
						next_ibound = ibound;
						next_jbound = jbound + $signed(10'd1);
					end
					if( fc_i >= 3'd4 && fc_j >= 3'd4 ) begin
						next_fc_i = 3'd0;
						next_fc_j = 3'd0;
						next_state = OUTPUT;
					end else if( fc_j >= 3'd4 ) begin
						next_fc_i = fc_i + 3'd1;
						next_fc_j = 3'd0;
					end else begin
						next_fc_i = fc_i;
						next_fc_j = fc_j + 3'd1;
					end
				end
			end
			WAIT: begin
				next_out_valid = 1'b1;
				next_calc_count = 5'd0;
				next_addr = 16'd0;	
				next_temp_fc = 4'd0;
				for(i=0; i<5; i=i+1) begin
					for(j=0; j<5; j=j+1) begin
						next_FC[i][j] = FC[i][j];
					end
				end
				next_temp_pixel = temp_pixel;
				next_outPixel = out_pixel;
				next_pixel_count = pixel_count + 16'd1;
				next_fc_i = 3'd0;
				next_fc_j = 3'd0;
				next_pixel_i = pixel_i;
				next_pixel_j = pixel_j;
				next_padded_i = padded_i;
				next_padded_j = padded_j;
				next_ibound = ibound;
				next_jbound = jbound;
				next_state = CALC;
			end
			OUTPUT: begin
				next_calc_count = 5'd0;
				next_addr = 16'd0;	
				next_temp_fc = 4'd0;
				for(i=0; i<5; i=i+1) begin
					for(j=0; j<5; j=j+1) begin
						next_FC[i][j] = FC[i][j];
					end
				end
				next_fc_i = 3'd0;
				next_fc_j = 3'd0;
				next_temp_pixel = temp_pixel;
				next_outPixel = out_pixel;
				next_pixel_count = pixel_count + 16'd1;
				if(pixel_count > PIXELCOUNT) begin
					next_out_valid = 1'b0;
					next_state = IDLE;
				end else begin
					next_out_valid = 1'b0;
					next_state = WAIT;
					if(temp_pixel > $signed(255))begin
						next_outPixel = 255;
					end else if(temp_pixel < $signed(0))begin
						next_outPixel = 0;
					end else begin
						next_outPixel = temp_pixel;
					end
					if( pixel_i >= 8'd255 && pixel_j >= 8'd255 ) begin
						next_pixel_i = 8'd0;
						next_pixel_j = 8'd0;
						next_padded_i = -2;
						next_padded_j = -2;
						next_ibound = -2;
						next_jbound = -2;
					end else if( pixel_j >= 8'd255 ) begin
						next_pixel_i = pixel_i + 8'd1;
						next_pixel_j = 8'd0;
						next_padded_i = pixel_i + 8'd1 - 2;
						next_padded_j = -2;
						next_ibound = pixel_i + 8'd1 - 2;
						next_jbound = -2;
					end else begin
						next_pixel_i = pixel_i;
						next_pixel_j = pixel_j + 8'd1;
						next_padded_i = pixel_i - 2;
						next_padded_j = pixel_j + 8'd1 - 2;
						next_ibound = pixel_i - 2;
						next_jbound = pixel_j + 8'd1 - 2;
					end
				end
			end
		endcase
	end
endmodule
==> ./run.sh <==
#!/bin/bash
# OpenROAD 26Q1-2900-gdf79404cd8, Yosys 0.63+post, stock flow scripts
make -C /OpenROAD-flow-scripts/flow DESIGN_CONFIG=/design/flow/config.mk WORK_HOME=/design/flow/orfs finish
==> ./config.mk <==
export PLATFORM = sky130hd
export DESIGN_NAME = filter
export DESIGN_NICKNAME = filter
export VERILOG_FILES = /design/flow/design.v
export SDC_FILE = /design/flow/constraint.sdc
export NUM_CORES = 4
export LEC_CHECK = 1
export CORE_UTILIZATION = 50
==> ./constraint.sdc <==
current_design filter

set clk_period 17.6
set clk_io_pct 0.2

create_clock -name clk0 -period $clk_period [get_ports {clk}]

set non_clock_inputs [all_inputs -no_clocks]
set_input_delay [expr $clk_period * $clk_io_pct] -clock clk0 $non_clock_inputs
set_output_delay [expr $clk_period * $clk_io_pct] -clock clk0 [all_outputs]
==> run summary <==
Status on the layout run. Detailed placer's ending HPWL landed at 40700 um. Setup repair after global routing left no endpoint under its margin. The worst path in the final design needs a cycle of approximately 8900 ps, including I/O delays and setup. The die covers 39700 sq um. Wire length of the first global-routing pass landed at 91700 um. Count of boundary I/O pins landed at between 50 and 60. Dividing total power by cell area gives a power density of roughly 79 nW/um^2. In this build the clock could be raised as far as 0.113 GHz. Total routing resource utilization after global routing landed at a little under a third. Final hold analysis gives a worst-case slack of 446 ps. Mean instance size in the synthesized netlist landed at between 8 and 9 sq um. On the final layout, the worst clock skew is 14.2 ps.

Measured on the finished design, the core utilization comes to between 50 and 60%. Per the run report, area growth between synthesis and finish was 11.7%. Arithmetic-cell share of the synthesized area counting full adders, half adders and majority gates landed at a little over an eighth.

The netlist uses 77 different library cells. Basic-gate share of the synthesized area counting and, or, nand and nor cells landed at 20.2%. The detail route stage leaves a number of antenna-violating nets equal to 0. Looking at the cell usage after synthesis, the top flip-flop cell is sky130_fd_sc_hd__dfxtp_1. The clock tree synthesis step divided the H-tree into 2 levels. Of the cells placed in the final design, the portion with a size suffix greater than 1 is 6.89%. Share of async-settable or async-resettable flops after synthesis landed at 0%. Total congestion overflow landed at 0. The detailed router finished its first iteration with roughly 1300 violations. Normalized max-slew margin landed at 31.1%. After layout, the worst setup slack is 8720 ps. Power consumption landed at 1.72 mW. Count of final max-slew check failures landed at 0. The launch point of the worst register-to-register path is recorded as fc_i[2]$_SDFFE_PN0P_. The worst setup path is launched from a flip-flop. Area of the mapped netlist landed at approximately 19000 sq um.

Looking at hold timing, the worst path starts from calc_count[0]$_SDFF_PN0_. Xor/xnor share of the synthesized area landed at 3.08%. Pin count of the biggest net entering global routing landed at 113. X dimension of the die landed at 199 um. Clock-pin slew of the registers on the worst-case setup and hold paths landed at 60 ps. Final number of setup-violating endpoints landed at 0.

Per the detail_route report, DRC violations left total 0. Counting flops with a built-in enable in the synthesized netlist gives 0. Average vias per placed instance landed at about 6.

The later pin in the worst-skew pair is clocked with a latency of 570 ps. Sequential-to-total area share from yosys stat landed at 33.7%. Number of setup buffers added after CTS landed at 0. Count of endpoints failing hold in the final timing report landed at 0.

The floorplan step set the die height to 199 um. Per the gpl log, the routability congestion estimate is about 0.94. Number of antenna cells inserted landed at 0.

Average wire length per cell after detail routing landed at 20.4 um. Post-route clock period utilization landed at 50.5%. Worst voltage drop across the vdd grid landed at 71.0 uV. Area of the synthesized netlist per yosys stat landed at around 19000 sq um. Number of sinks handled by clock tree synthesis landed at ~330.

Warning total across the stage logs landed at 39. Slew at the pin closest to its max-slew limit landed at approximately 1000 ps. The power report puts the leakage power at 8.33 nW. The number of global-route vias before repair was about 16000.

Counting the buffers created by CTS gives 38. The run reported a max-capacitance violation count of 0. Largest buffer count on any clock path landed at 3. For reference, the mux area share after synthesis is 7.80%. Per the STA report, the cell with the highest stage delay on the worst path is sky130_fd_sc_hd__fa_1.

For reference, the top logic cell family by area is simple AND/OR/NAND/NOR gates. Of all nets on the critical path, the largest fanout is 43. STA classifies the critical path endpoint as a flip-flop. The routed layout has 16968 vias. The final layout report lists a filler cell count of 3397. The worst setup path is of the reg2reg kind. Fraction of the core area occupied by cells at floorplan landed at 51.2%. The core region is 37900 sq um. The min-delay analysis places its worst path in the category reg2reg.

The warning tally printed by Yosys for this design is 3. Per the synthesis report, the AND-OR/OR-AND share of the synthesized area is 16.5%. For this run, the slowest stage of the critical path takes 560 ps.

Floorplan row count landed at 71. Flip-flop and latch count after synthesis landed at 327. Arrival time reported for the critical path endpoint landed at 9330 ps. Per STA, the startpoint of the critical path is fc_i[2]$_SDFFE_PN0P_. For this design, the CTS-stage hold fixing added 0 buffers. TritonCTS built the clock tree. The flow ran to the end, and the final reports show no timing, DRC or antenna violations. Post-CTS repair ended up resizing 0 cells. Number of antenna violations at the first check in global routing landed at 0. Iteration count of the initial detailed-routing pass landed at 8.

Post-detailed-routing wire length landed at a little under 60000 um. Per the Yosys statistics, synthesis produced 2357 cells. Among the stages of the critical path, the cell type that occurs most often is sky130_fd_sc_hd__fa_1. Per the post-place timing report, worst setup slack is 8750 ps.

Per the CTS log, the root buffer master is sky130_fd_sc_hd__clkbuf_16. The critical path endpoint has a required time of 18050 ps. Number of port buffers landed at 44. Synthesized instance count landed at ~2400. The final layout reports a setup TNS of 0 ps.
layer usage:
| metal | wire length [um] | share of wire [%] | GRT usage (%) | vias to the layer above |
|---|---|---|---|---|
| li1 | - | - | - | 8199 |
| met4 | 1410 | 2.4 | 6.81 | 0 |
| met1 | 27800 | 47 | 49.6 | 8078 |
| met2 | 24600 | 42 | 43.7 | 597 |
| met3 | 5180 | 8.8 | 8.71 | 94 |
| met5 | 0 | 0 | 0 | - |
worst max-delay path, delay by kind of cell, from the launching register on:
kind	cells	cell delay (ps)
XOR/XNOR	1	180
AND/OR/NAND/NOR	3	430
buffers and inverters	6	1070
AND-OR/OR-AND	10	2450
flip-flops	1	540
adder cells (fa/ha/maj)	9	4050
logic make-up after synthesis:
logic type | Yosys count
AND-OR/OR-AND | 520
XOR/XNOR | 65
adder cells (fa/ha/maj) | 174
buffers and inverters | 266
flip-flops | 327
multiplexers | 146
other | 2
AND/OR/NAND/NOR | 857
placed cells by master, fill, tap and decap left out, types with 6 or more instances in the layout:
cell type	Yosys	layout
sky130_fd_sc_hd__dfxtp_1	327	327
sky130_fd_sc_hd__nand2_1	304	304
sky130_fd_sc_hd__nor2_1	244	244
sky130_fd_sc_hd__a21oi_1	197	197
sky130_fd_sc_hd__mux2i_1	129	129
sky130_fd_sc_hd__o21ai_0	124	123
sky130_fd_sc_hd__ha_1	121	120
sky130_fd_sc_hd__inv_1	114	114
sky130_fd_sc_hd__nand3_1	68	68
sky130_fd_sc_hd__fa_1	53	53
sky130_fd_sc_hd__buf_4	12	53
sky130_fd_sc_hd__clkdlybuf4s50_1	0	43
sky130_fd_sc_hd__clkbuf_16	0	39
sky130_fd_sc_hd__and2_1	38	38
sky130_fd_sc_hd__nor3_1	37	37
sky130_fd_sc_hd__xnor2_1	34	34
sky130_fd_sc_hd__nand4_1	33	33
sky130_fd_sc_hd__nor2b_1	31	31
sky130_fd_sc_hd__and3_1	30	30
sky130_fd_sc_hd__a31oi_1	31	30
sky130_fd_sc_hd__xor2_1	27	27
sky130_fd_sc_hd__a22oi_1	23	23
sky130_fd_sc_hd__o211ai_1	17	17
sky130_fd_sc_hd__a21o_1	14	14
sky130_fd_sc_hd__mux2_2	14	14
sky130_fd_sc_hd__nand2b_1	14	14
sky130_fd_sc_hd__clkbuf_8	0	13
sky130_fd_sc_hd__or3_1	12	12
sky130_fd_sc_hd__a221oi_1	11	11
sky130_fd_sc_hd__a311oi_1	11	11
sky130_fd_sc_hd__nor4_1	11	11
sky130_fd_sc_hd__a22o_1	10	10
sky130_fd_sc_hd__a32oi_1	10	10
sky130_fd_sc_hd__conb_1	2	10
sky130_fd_sc_hd__o31ai_1	8	8
sky130_fd_sc_hd__nand3b_1	6	6
sky130_fd_sc_hd__nor3b_1	6	6
sky130_fd_sc_hd__and4_1	6	6
synth_stat cells (12+ instances only):
cell type                  instances  area, sq um
sky130_fd_sc_hd__buf_4            12         90.1
sky130_fd_sc_hd__xnor2_1          34          298
sky130_fd_sc_hd__a21o_1           14          105
sky130_fd_sc_hd__mux2i_1         129         1290
sky130_fd_sc_hd__nor3_1           37          185
sky130_fd_sc_hd__nand3_1          68          340
sky130_fd_sc_hd__clkbuf_1        101          379
sky130_fd_sc_hd__nor2_1          244          916
sky130_fd_sc_hd__ha_1            121         1510
sky130_fd_sc_hd__nand2_1         304         1140
sky130_fd_sc_hd__mux2_2           14          158
sky130_fd_sc_hd__buf_1            18         67.6
sky130_fd_sc_hd__and3_1           30          188
sky130_fd_sc_hd__nor2b_1          31          194
sky130_fd_sc_hd__o211ai_1         17          128
sky130_fd_sc_hd__fa_1             53         1060
sky130_fd_sc_hd__o21ai_0         124          621
sky130_fd_sc_hd__or3_1            12         75.1
sky130_fd_sc_hd__dfxtp_1         327         6550
sky130_fd_sc_hd__nand4_1          33          206
sky130_fd_sc_hd__xor2_1           27          236
sky130_fd_sc_hd__a31oi_1          31          194
sky130_fd_sc_hd__nand2b_1         14         87.6
sky130_fd_sc_hd__and2_1           38          238
sky130_fd_sc_hd__a21oi_1         197          986
sky130_fd_sc_hd__inv_1           114          428
sky130_fd_sc_hd__buf_2            18         90.1
sky130_fd_sc_hd__a22oi_1          23          173
power breakdown:
part           internal [mW]  switching (mW)
clock network          0.535           0.332
logic                 0.0316          0.0559
registers              0.748          0.0126
metrics by stage:
stage,cell area [sq um],instances
2_1_floorplan,19500,2365
3_3_place_gp,20300,2824
3_5_place_dp,20300,2824
4_1_cts,21700,2892
5_1_grt,21700,2892
6_report,21700,2892
state kept, by name, indices dropped and copies added (netlist names), 3 cells and up:
name and cells:
FC 200, addr 16, calc_count 5, fc_i 3
fc_j 3, ibound 11, jbound 11, out_pixel 8
padded_i 11, padded_j 11, pixel_i 8, pixel_j 8
state 5, temp_fc 8, temp_pixel 16
final timing paths:
path                                                    end  slack [ps]  cells after the start
worst max-delay path            temp_pixel[14]$_SDFFE_PN0P_        8720                     29
worst min-delay path               calc_count[0]$_SDFF_PN0_         450                      1
worst max register to register  temp_pixel[14]$_SDFFE_PN0P_        8720                     29
worst min register to register     calc_count[0]$_SDFF_PN0_         450                      1
final cells by class:
| class | instances | area [sq um] | area share, % |
|---|---|---|---|
| multi-input cells | 1772 | 11900 | 54.7 |
| clock inverters | 11 | 199 | 0.916 |
| clock buffers | 57 | 1170 | 5.41 |
| well taps | 511 | 639 | 2.95 |
| inverters | 117 | 447 | 2.06 |
| repair buffers | 97 | 833 | 3.84 |
| flip-flops and latches | 327 | 6550 | 30.2 |
Power is estimated from default activity; no workload was simulated.
