### flow/design.v
`timescale 1ns/100ps
`timescale 1ns/100ps
`timescale 1ns/100ps
`timescale 1ns/100ps
`timescale 1ns/100ps
`timescale 1ns/100ps
module sramC (
	input clk,
	input wen,
	input en,
	input [10:0] addr,
	input [7:0] d,
	output [7:0] q
);
	reg [7:0] ram [0:2047];
	reg [10:0] read_addr;
	integer cc;
	integer matrixA_in;
	initial begin
	end
	always @(posedge clk) begin
		if (en) begin
			if (wen == 0)
				ram[addr] <= d;
			read_addr <= addr;
		end
	end
	assign q = ram[read_addr];
endmodule
### flow/run.sh
#!/bin/bash
# OpenROAD 26Q1-2900-gdf79404cd8, Yosys 0.63+post, stock flow scripts
make -C /OpenROAD-flow-scripts/flow DESIGN_CONFIG=/design/flow/config.mk WORK_HOME=/design/flow/orfs finish
### flow/config.mk
export PLATFORM = sky130hd
export DESIGN_NAME = sramC
export DESIGN_NICKNAME = sramC
export VERILOG_FILES = /design/flow/design.v
export SDC_FILE = /design/flow/constraint.sdc
export NUM_CORES = 4
export LEC_CHECK = 1
export CORE_UTILIZATION = 50
export SYNTH_MEMORY_MAX_BITS = 65536
### flow/constraint.sdc
current_design sramC

set clk_period 596.9
set clk_io_pct 0.2

create_clock -name clk0 -period $clk_period [get_ports {clk}]

set non_clock_inputs [all_inputs -no_clocks]
set_input_delay [expr $clk_period * $clk_io_pct] -clock clk0 $non_clock_inputs
set_output_delay [expr $clk_period * $clk_io_pct] -clock clk0 [all_outputs]
==> impl_metrics.csv <==
group,metric,value,unit
cts,worstSkewPairLatency,1.34,ns
cts,clkSinkCount,16410,
setup_path,worstSetupPathType,"flop to output port",
cts,path_clk_slew,0.06,ns
grt,globalRouteMet3Util,32.74,%
yosys,ys_async_sr_fraction,0,%
yosys,synth_warnings,1,
cts,cts_tree,"yes",
setup_path,r2r_start,"read_addr[1]",
sta,worstMarginPinSlew,1.542,ns
yosys,synth_area_per_cell,19.50,µm²
sta,final-max-slew-violation-count,27,
setup_path,endpoint_kind,"output port",
grt,met1_usage,40.88,%
cells_and_area,layout-drive-gt1-share,19.00,%
sta,finalSetupTns,0,ns
sta,period_used_share,22.17,%
placed_design,place_congestion,0.9403,
setup_path,required,477.52,ns
yosys,netlist_instances,33020,
pwr,p_leak,230.5,nW
yosys,yosys_cells,33020,
die,die_y,1.137,mm
routing,drc,0,
grt,grt_pass1_wl,2837,mm
sta,period_minus_slack,132.36,ns
die,ios,30,
routing,wl_per_cell,38.59,µm
grt,busiest_layer,"met2",
setup_path,arrival,12.98,ns
min_path,min_from,"read_addr[0]",
cells_and_area,finalNonFillerCells,53260,
routing,drt_iter0_drc,24750,
setup_path,r2r_cells,1,
setup_path,path_max_fanout,72,
pwr,p_per_area,3.467,nW/µm²
yosys,ys_seq_share,76.48,%
yosys,synth-edff-count,16400,
placed_design,hpwl,1313,mm
sta,relSlewSlack,-3.206,%
routing,wl,2055,mm
placed_design,dp_cells,49780,
grt,grt_pass1_vias,362800,
yosys,syn_area,644000,µm²
min_path,hold_path_class,"flop to flop",
die,die_area,1293000,µm²
status,status,"complete, but fails checks",
grt,grt_max_degree,132,
yosys,synth.distinct_cells,102,
status,violations,"capacitance limit, slew limit",
sta,setup_violations,0,
cts,htree_levels,7,
sta,finalHoldViolations,0,
sta,fin_skew,0.01541,ns
routing,ant_nets,0,
die,design.core.area,1284000,µm²
min_path,whs_path_depth,1,
run,warnings,113,
die,rows,416,
run,drv_cap,3,
yosys,ys_area,644000,µm²
routing,dr.pass1.iters,7,
cts,holdBufCountCts,0,
die,die_w,1.137,mm
yosys,ff_type,"edfxtp_1",
placed_design,io_buffers,29,
die,initial_core_util,50.17,%
grt,grt_util_met2,47.09,%
grt,grt_overflow,0,
setup_path,startpoint_type,"flop",
routing,viasPerCell,6.383,
cts,numCtsBuffers,1725,
pwr,peakVddDrop,0.002726,mV
cts,cts_root_buf,"clkbuf_16",
yosys,ys_seq_elements,16410,
cts,post_cts_resized,0,
routing,num_vias,340000,
cts,cts_setup_buffers,0,
grt,antenna_found_initial,248,
sta,clock.fmax,7.555,MHz
cts,cts_buffer_depth,6,
grt,grt_usage,35.93,%
cells_and_area,area_delta_synth_final,12.13,%
sta,grt_setup_unrepaired,"false",
[cell type report]
type / instances / area [µm²]
Fill cell: 93320 / 561400
Sequential cell: 16410 / 492600
Multi-Input combinational cell: 14360 / 138300
Clock buffer: 2115 / 45240
Tap cell: 17140 / 21440
Timing Repair Buffer: 1878 / 15110
Clock inverter: 939 / 8408
Antenna cell: 416 / 1041
Inverter: 7 / 48.80
[layout by cell type (no fill, tap or decap), types with 32 or more instances in the layout]
| cell | Yosys | layout |
|---|---|---|
| a2111oi_0 | 72 | 57 |
| a211oi_1 | 138 | 134 |
| a21oi_1 | 757 | 754 |
| a221oi_1 | 46 | 45 |
| a22oi_1 | 62 | 62 |
| a31oi_1 | 175 | 172 |
| and2_1 | 61 | 59 |
| and3_1 | 36 | 34 |
| buf_12 | 39 | 61 |
| buf_4 | 182 | 1777 |
| bufinv_16 | 0 | 152 |
| clkbuf_1 | 987 | 359 |
| clkbuf_16 | 0 | 1752 |
| clkinv_1 | 1 | 387 |
| clkinv_2 | 0 | 318 |
| clkinvlp_4 | 0 | 38 |
| diode_2 | 0 | 416 |
| edfxtp_1 | 16400 | 16400 |
| mux2_2 | 78 | 78 |
| mux2i_1 | 3511 | 3511 |
| mux4_1 | 95 | 95 |
| mux4_2 | 2287 | 2287 |
| nand2_1 | 578 | 555 |
| nand3_1 | 174 | 138 |
| nand3_4 | 0 | 33 |
| nand4_1 | 58 | 58 |
| nor2_1 | 2567 | 2544 |
| nor3_1 | 399 | 378 |
| nor4_1 | 122 | 109 |
| o211ai_1 | 39 | 39 |
| o21a_1 | 46 | 46 |
| o21ai_0 | 500 | 489 |
| o221ai_1 | 1103 | 1103 |
| o22ai_1 | 957 | 957 |
| o31ai_1 | 43 | 43 |
| or3_1 | 32 | 32 |
[Yosys cell counts (182+ instances only)]
cell type / n / share of area (%)
nand2_1: 578 / 0.34
mux2i_1: 3511 / 5.5
nor2_1: 2567 / 1.5
o22ai_1: 957 / 0.93
buf_6: 371 / 0.65
nor3_1: 399 / 0.31
o21ai_0: 500 / 0.39
buf_1: 210 / 0.12
o221ai_1: 1103 / 1.5
mux4_2: 2287 / 8.0
edfxtp_1: 16400 / 76
clkbuf_1: 987 / 0.58
buf_4: 182 / 0.21
buf_2: 298 / 0.23
a21oi_1: 757 / 0.59
[worst max-delay path: stages, from the launching register on]
cell,delay [ns]
dfxtp_4,0.80
buf_4,0.56
buf_12,0.50
buf_4,0.50
buf_4,0.62
buf_12,0.46
buf_12,0.48
buf_4,0.68
buf_4,0.63
mux2i_1,0.17
o221ai_1,0.30
a21o_1,0.13
o21ai_0,0.12
a32oi_1,0.68
a41oi_1,0.42
nor4_2,0.87
buf_4,0.25
nand4b_1,0.77
buf_4,0.45
a311oi_2,1.00
buf_4,0.30
clkdlybuf4s50_1,0.50
[path summary, 6_finish.rpt]
path	slack, ns	to
max	464.54	q[7]
min	0.46	flop
max reg2reg	596.14	flop
min reg2reg	0.46	flop
[metrics by stage]
step | utilization [%] | cell area (µm²) | worst slack, ns | power, mW | hold slack, ns
after global routing | 56.21 | 721400 | 464.13 | 2.565 | 0.4828
after CTS | 56.18 | 721000 | 464.89 | 2.510 | 0.4727
final | 56.26 | 722100 | 464.54 | 2.504 | 0.4631
after floorplan | - | 644000 | 474.70 | 1.400 | 0.4493
after global placement | 51.98 | 667200 | 466.37 | 1.489 | 0.4534
after detailed placement | 52.00 | 667400 | 466.36 | 1.491 | 0.4574
[layer usage]
metal | share of wire (%) | up-vias
met3 | 21 | 4569
met4 | 5.7 | 419
met5 | 0.50 | -
met1 | 28 | 170800
met2 | 44 | 24240
li1 | - | 139900
[flip-flops by register name, indices dropped and copies added, names as in the netlist, named ones only]
name,cells
read_addr,11
ram,16384
[power by group]
| group | switching, mW | internal (mW) | leakage [nW] | total, mW |
|---|---|---|---|---|
| logic | 0.140 | 0.0617 | 56.9 | 0.202 |
| clock network | 0.434 | 0.600 | 26.3 | 1.03 |
| registers | 0.000785 | 1.27 | 147 | 1.27 |
[kinds of logic after synthesis]
family	share of synthesized area, %
compound gates	4.559
buf+inv	2.267
flops	76.48
mux	13.98
simple gates	2.710
Power figures rest on the tool's default switching activity, not on a simulated workload.
